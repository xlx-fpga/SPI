==> design/flow/design.v <==
`timescale 1ns / 1ns
module spi_master#(
    parameter                                   SYS_CLK_FREQ       = 50_000_000,
    parameter                                   SPI_CLK_FREQ       = 12_500_000,
    parameter                                   ADDR_WIDTH         = 24    
)
(
    input                                       clk                 ,
    input                                       rst                 ,
    output reg                                  spi_sck             ,
    output reg                                  spi_cs              ,
    output                                      spi_sdo             ,
    input                                       spi_sdi             ,
    input                                       spi_start           ,
    input              [7: 0]                   spi_cmd             , 
    input              [ADDR_WIDTH-1: 0]        spi_addr            , 
    input              [11: 0]                  spi_length          , 
    input              [7: 0]                   spi_wr_data         ,
    output reg         [7: 0]                   spi_rd_data         ,
    output reg                                  spi_busy            ,
    output reg                                  spi_wr_req          ,
    output reg                                  spi_rd_vld           
);
    localparam                                  DIV_CNT_MAX        = SYS_CLK_FREQ / SPI_CLK_FREQ - 1;
    localparam                                  DIV_CNT_MAX_HALF   = DIV_CNT_MAX  /2; 
    reg                [$clog2(DIV_CNT_MAX)-1: 0]div_cnt            ;
    reg                [2: 0]                   bit_cnt             ;
    reg                [12: 0]                  byte_cnt            ;
    reg                [11: 0]                  spi_length_d0       ;
    reg                [ADDR_WIDTH-1: 0]        spi_addr_d0         ;
    reg                [7: 0]                   send_data           ;
    always @(posedge clk )
        begin
            if(rst) begin
                spi_length_d0 <= 0;
        end
            else if(spi_start) begin
                spi_length_d0 <= spi_length;
        end
            else begin
                spi_length_d0 <= spi_length_d0;
        end
        end
    always @(posedge clk )
        begin
            if(rst) begin
                div_cnt <= 0;
        end
            else if(spi_cs) begin
                div_cnt <= 0;
        end
            else if(div_cnt == DIV_CNT_MAX) begin
                div_cnt <= 0;
        end
            else begin
                div_cnt <= div_cnt +1;
        end
        end
    always @(posedge clk )
        begin
            if(rst) begin
                bit_cnt <= 0;
        end
            else if(bit_cnt == 7 && div_cnt == DIV_CNT_MAX) begin
                bit_cnt <= 0;
        end
            else if(div_cnt == DIV_CNT_MAX) begin
                bit_cnt <= bit_cnt +1;
        end
            else begin
                bit_cnt <= bit_cnt;
        end
        end
    always @(posedge clk )
        begin
            if(rst) begin
                byte_cnt <= 0;
        end
            else if(bit_cnt == (spi_length_d0 + ADDR_WIDTH/8) && bit_cnt == 7 && div_cnt == DIV_CNT_MAX) begin
                byte_cnt <= 0;
        end
            else if(bit_cnt == 7 && div_cnt == DIV_CNT_MAX) begin
                byte_cnt <= byte_cnt +1;
        end
            else begin
                byte_cnt <= byte_cnt;
        end
        end
    always @(posedge clk) begin
            if(rst)
                spi_cs <= 1;
            else if(div_cnt == DIV_CNT_MAX && bit_cnt == 7 && byte_cnt == (spi_length_d0 + ADDR_WIDTH/8))
                spi_cs <= 1;
            else if(spi_start)
                spi_cs <= 0;
        end
    always @(posedge clk )
        begin
            if(rst) begin
                spi_addr_d0 <= 0;
        end
            else if(spi_start) begin
                spi_addr_d0 <= spi_addr;
        end
            else if(byte_cnt <= ADDR_WIDTH/8 && bit_cnt == 7 && div_cnt ==DIV_CNT_MAX) begin
                spi_addr_d0 <= spi_addr_d0 >> 8;
        end
            else begin
                spi_addr_d0 <= spi_addr_d0;
        end
        end
    always @(posedge clk )
        begin
            if(rst) begin
                spi_sck <= 0;
        end
            else if(div_cnt == DIV_CNT_MAX_HALF) begin
                spi_sck <= 1;
        end
            else if(div_cnt == DIV_CNT_MAX) begin
                spi_sck <= 0;
        end
            else begin
                spi_sck <= spi_sck;
        end
        end
    assign                                      spi_sdo            = send_data[0];
    always @(posedge clk )
        begin
            if(rst) begin
                send_data <= 0;
        end
            else if(spi_start) begin
                send_data <= spi_cmd;
        end
            else if(byte_cnt <= ADDR_WIDTH/8 -1 && bit_cnt == 7 && div_cnt ==DIV_CNT_MAX) begin
                send_data <= spi_addr_d0[7:0];
        end
            else if(byte_cnt >= ADDR_WIDTH/8  && bit_cnt == 7 && div_cnt ==DIV_CNT_MAX) begin
                send_data <= spi_wr_data;
        end
            else if(div_cnt == DIV_CNT_MAX) begin
                send_data <= send_data >>1;
        end
            else begin
        end
        end
    always @(posedge clk) begin
            if(rst)
                spi_wr_req <= 0;
            else if(~spi_cs && byte_cnt >= ADDR_WIDTH/8 && bit_cnt == 7 && div_cnt == DIV_CNT_MAX - 2 )
                spi_wr_req <= 1;
            else 
                spi_wr_req <= 0;
        end
    always @(posedge clk )
        begin
            if(rst) begin
                spi_rd_data <= 0;
        end
            else if(byte_cnt>= ADDR_WIDTH/8 +1 &&  div_cnt == DIV_CNT_MAX_HALF) begin
                spi_rd_data <= {spi_sdi,spi_rd_data[7:1]};
        end
            else begin
                spi_rd_data <= spi_rd_data;
        end
        end
    always @(posedge clk )
        begin
            if(rst) begin
                spi_rd_vld <= 0;
        end
            else if(byte_cnt>= ADDR_WIDTH/8 +1 && bit_cnt == 7 && div_cnt == DIV_CNT_MAX) begin
                spi_rd_vld <= 1;
        end
            else begin
                spi_rd_vld <= 0;
        end
        end
    always @(posedge clk )
        begin
            if(rst) begin
                    spi_busy =0;
        end
            else if(~spi_cs) begin
                    spi_busy =1;
        end
            else begin
                    spi_busy =spi_busy;
        end
        end
        endmodule
==> design/flow/run.sh <==
#!/bin/bash
# OpenROAD 26Q1-2900-gdf79404cd8, Yosys 0.63+post, stock flow scripts
make -C /OpenROAD-flow-scripts/flow DESIGN_CONFIG=/design/flow/config.mk WORK_HOME=/design/flow/orfs finish
==> design/flow/config.mk <==
export PLATFORM = sky130hd
export DESIGN_NAME = spi_master
export DESIGN_NICKNAME = spi_master
export VERILOG_FILES = /design/flow/design.v
export SDC_FILE = /design/flow/constraint.sdc
export NUM_CORES = 4
export LEC_CHECK = 1
export CORE_UTILIZATION = 50
==> design/flow/constraint.sdc <==
current_design spi_master

set clk_period 2.8
set clk_io_pct 0.2

create_clock -name clk0 -period $clk_period [get_ports {clk}]

set non_clock_inputs [all_inputs -no_clocks]
set_input_delay [expr $clk_period * $clk_io_pct] -clock clk0 $non_clock_inputs
set_output_delay [expr $clk_period * $clk_io_pct] -clock clk0 [all_outputs]
==> GITHUB_STEP_SUMMARY <==
## Synthesis and layout report

| Metric | Value |
|---|---|
| Setup ws final | between 300 and 400 ps |
| Number of setup violations in the final report | 0 |
| Peak VDD IR | roughly 0.00034 V |
| Synth Flop Type | dfxtp_1 |
| Crit path DRT | between 3000 and 4000 ps |
| Reg clk slew, reported paths | 70 ps |
| Avg Cell Area, Syn | roughly 8.8 sq um |
| CTS Sinks | ~75 |
| Share of cells above drive strength 1 | a little under an eighth |
| Top-level I/O count | about 70 |
| Drt total wl | approximately 8900 um |
| M1 WL | between 4000 and 5000 um |
| Latency at later pin | around 350 ps |
| NetSw | 0.5459 mW |
| Area of the core | slightly below 8000 sq um |
| Metal2 WL | 3692 um |
| DR WL/cell | ~14 um |
| Initial DRC count | around 230 |
| Critical path class | flip-flop to flip-flop |
| CTS tree | done |
| Row count | 32 |
| Largest stage delay, worst path | between 400 and 500 ps |
| RSZ-0062 raised after global routing | no |
| Clk_skew | about 11 ps |
| Count of library flops with an enable pin | 0 |
| Top cells, area | dfxtp_1 37%, mux2i_1 5.5%, nor2_1 4.3% |
| Most frequently used cell type in the post-synthesis netlist | dfxtp_1 |
| Fin. max-slew vios | 0 |
| Synth cell types | 58 |
| Die area | between 8000 and 9000 sq um |
| DP Wirelength | a little over 6000 um |
| Slew @ Worst Pin | ~550 ps |
| Router iterations before antenna repair | 5 |
| Fin area | 4882 sq um |
| Yosys warnings | 1 |
| Routed Antenna Nets | 0 |
| Pwr dens | about 460 nW/um^2 |
| Setup TNS | 0 ps |
| Drt drc | 0 |
| Crit path DAT | approximately 2700 ps |
| Syn-to-layout area delta | 21.56% |
| Critical Path, Cell by Cell | ha_1, ha_1, and2_1, o211a_1, buf_12, mux2_2, nand2_1, a21oi_1 |
| Area leader share | 37.38% |
| Worst setup SP type | flip-flop |
| Yosys Chip Area | roughly 4000 sq um |
| Via count | roughly 3400 |
| First-pass GRT wire length | between 10000 and 15000 um |
| Initial antenna violation count | 0 |
| Number of global-route vias before repair | ~3100 |
| Metal3 WL | around 460 um |
| GRT Total Usage | about 22% |
| Max stage delay cell, worst path | and2_1 |
| Root buf cell | clkbuf_8 |
| Sequential Power Share | approximately 51% |
| Crit. End Element | flip-flop |
| Leak pwr | ~1.8 nW |
| DP Area | roughly 4700 sq um |
| Die Width | 91.63 um |
| Commonest cells in the netlist | 75 x dfxtp_1, 46 x nor2_1, 42 x nand2_1 |
| Ys cells | ~460 |
| Worst hold path class | flip-flop to flip-flop |
| Largest area contributor in the netlist | dfxtp_1 |
| Htree depth | 3 |
| Most used cell, CP | ha_1 |
| Maximum number of pins on one net before global-route repair | 64 |
| Max Buffers Root-to-Sink | 2 |
| Final period util | 86.77% |
| Setup Buffers After CTS | 0 |
| Post-CTS resize count | 0 |
| Final Hold Fails | 0 |
| FP Util | 51.71% |
| Cell Area, Synth | 4016 sq um |
| Min Tclk post-route | ~2400 ps |
| # diodes | 0 |
| Critical path's top delay family | adder cells |
| Switching Fraction | roughly a quarter |
| Slew Limit Headroom | between 60% and 70% |
| RD Place Congestion | approximately 0.9 |
| Synthesized instance count | roughly 460 |
| Max Cap Violations | 0 |
| Critical-path maximum fanout | 24 |
| Post-synth regs | 75 |
| Combinational share of power | between 10 and 15% |
| Clock power share | approximately 37% |
| Fraction of registers with async set/reset | 0% |
| Top sig layer | met4 |
| Status | finished clean |
| Post-CTS Hold Buffers | 0 |
| CP bufs+invs | 1 |
| Total congestion overflow | 0 |
| Port bufs | about 69 |
| Tool warnings | 28 |
| Dpl ws | between 300 and 400 ps |
| Internal Power | 1.697 mW |
| Total CTS buffers | 9 |
| Maximum clock rate | just over 400 MHz |
| Sequential share of the synthesized area | between 30% and 40% |
| Die y size | ~90 um |
| Vias per cell | approximately 5.4 |
==> state kept, by name, summed over array words and instances (netlist names) <==
| signal | cells |
|---|---|
| spi_addr_d0 | 24 |
| spi_wr_req | 1 |
| bit_cnt | 3 |
| spi_length_d0 | 12 |
| spi_cs | 1 |
| byte_cnt | 13 |
| spi_sck | 1 |
| spi_rd_vld | 1 |
| div_cnt | 2 |
| spi_busy | 1 |
| send_data | 8 |
| spi_rd_data | 8 |
==> tightest hold or removal path, delay by kind of cell, from the launching register on <==
kind	cells	cell delay, ps
compound gates	1	50
buf+inv	1	50
flops	1	310
==> metrics by stage <==
stage	util (%)	power [mW]	hold WS, ps	cells
final	62.85	2.243	453.9	617
after global routing	62.85	2.346	486.0	617
after CTS	62.85	2.268	458.2	617
after detailed placement	60.23	1.428	447.9	601
after global placement	60.23	1.426	439.4	601
after floorplan	-	1.310	415.3	459
==> path summary, 6_finish.rpt <==
check                                        startpoint                           to  slack, ps  cells after the start
worst max-delay path            bit_cnt[0]$_SDFFE_PP0P_  spi_addr_d0[0]$_SDFFE_PP0P_        370                      8
worst min-delay path              spi_busy$_SDFFE_PP0N_        spi_busy$_SDFFE_PP0N_        450                      2
worst max register to register  bit_cnt[0]$_SDFFE_PP0P_  spi_addr_d0[0]$_SDFFE_PP0P_        370                      8
worst min register to register    spi_busy$_SDFFE_PP0N_        spi_busy$_SDFFE_PP0N_        450                      2
==> area by class of cell <==
| cell class | count | area, sq um |
|---|---|---|
| Clock inverter | 5 | 62.56 |
| Inverter | 13 | 48.80 |
| Sequential cell | 75 | 1501 |
| Timing Repair Buffer | 75 | 750.7 |
| Clock buffer | 11 | 141.4 |
| Tap cell | 102 | 127.6 |
| Multi-Input combinational cell | 336 | 2250 |
| Fill cell | 670 | 2885 |
==> routing by layer <==
| metal | up-vias | GRT usage [%] |
|---|---|---|
| met3 | 4 | 4.051 |
| met1 | 1545 | 37.29 |
| li1 | 1720 | - |
| met4 | 0 | 2.249 |
| met2 | 89 | 32.02 |
| met5 | - | 0 |
==> kinds of logic (layout without fill, tap and decap cells) <==
group	after synthesis	after routing	synth area share [%]
fa+ha+maj	7	7	2.181
xor+xnor	31	31	6.760
mux	38	38	10.90
compound gates	94	94	15.98
flops	75	75	37.38
buf+inv	48	104	6.604
simple gates	166	166	20.19
==> placed cells by master, fill, tap and decap left out, drive strengths merged, types with 2 or more instances in the layout <==
| master | netlist | final |
|---|---|---|
| nor4 | 5 | 5 |
| xnor2 | 13 | 13 |
| a31oi | 2 | 2 |
| buf | 19 | 8 |
| nor3 | 25 | 25 |
| a22o | 3 | 3 |
| clkbuf | 16 | 11 |
| mux2i | 22 | 22 |
| a221oi | 2 | 2 |
| nor2 | 46 | 46 |
| clkdlybuf4s50 | 0 | 67 |
| nand3 | 11 | 11 |
| mux2 | 16 | 16 |
| a2111oi | 2 | 2 |
| ha | 7 | 7 |
| clkinvlp | 0 | 2 |
| nand2 | 48 | 48 |
| o22ai | 3 | 3 |
| nor3b | 9 | 9 |
| dfxtp | 75 | 75 |
| clkinv | 1 | 3 |
| nand2b | 4 | 4 |
| o21ai | 15 | 15 |
| o221ai | 5 | 5 |
| o21a | 2 | 2 |
| and3 | 3 | 3 |
| and2 | 3 | 3 |
| o22a | 5 | 5 |
| or3 | 2 | 2 |
| a21oi | 38 | 38 |
| nand4 | 6 | 6 |
| o2111ai | 3 | 3 |
| xor2 | 18 | 18 |
| a22oi | 8 | 8 |
| inv | 12 | 12 |
==> power groups by stage <==
stage / registers (mW) / logic [mW] / clock network (mW)
final: 1.15 / 0.258 / 0.839
after CTS: 1.15 / 0.260 / 0.862
after global routing: 1.15 / 0.286 / 0.908
Power figures rest on the tool's default switching activity, not on a simulated workload.
